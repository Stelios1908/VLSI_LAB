[design.v]
module dec_16 #(
   parameter widthi = 4
)(
    input clk,rst,enable,
    input [widthi-1:0] in,
    output [widtho-1:0] out
);
localparam widtho = 2**widthi;
wire [widtho-1:0] tempout;
wire [widtho-1:0] out;
dec_8 dec1(clk,rst,in[widthi-1],in[widthi-2:0],tempout[widtho/2-1:0]);
dec_8 dec2(clk,rst,!in[widthi-1],in[widthi-2:0],tempout[widtho-1:widtho/2]);
assign out = (!enable)? tempout : 0;
endmodule
module dec_8 #(
    parameter widthi=3
)(
    input clk,rst,enable,
    input [widthi-1:0]in,
    output [widtho-1:0]regout
);
localparam widtho=2**widthi;
reg [widtho-1:0] out;
reg [widtho-1:0] regout;
always @(*)  begin
    out=0;
    if(!enable) begin
     out[in]=1'b1;
    end
end
always @(posedge clk)  begin
    if(!rst) regout <= 0;
    else  regout <= out;   
end
endmodule
[run.sh]
#!/bin/bash
# OpenROAD 26Q1-2900-gdf79404cd8, Yosys 0.63+post, stock flow scripts
make -C /OpenROAD-flow-scripts/flow DESIGN_CONFIG=/design/flow/config.mk WORK_HOME=/design/flow/orfs finish
[config.mk]
export PLATFORM = sky130hd
export DESIGN_NAME = dec_16
export DESIGN_NICKNAME = dec_16
export VERILOG_FILES = /design/flow/design.v
export SDC_FILE = /design/flow/constraint.sdc
export NUM_CORES = 4
export LEC_CHECK = 1
export CORE_AREA = 10 10 75 75
export DIE_AREA = 0 0 85 85
[constraint.sdc]
current_design dec_16

set clk_period 1.3
set clk_io_pct 0.2

create_clock -name clk0 -period $clk_period [get_ports {clk}]

set non_clock_inputs [all_inputs -no_clocks]
set_input_delay [expr $clk_period * $clk_io_pct] -clock clk0 $non_clock_inputs
set_output_delay [expr $clk_period * $clk_io_pct] -clock clk0 [all_outputs]
==> impl_metrics.yaml <==
# generated from flow reports
synthesis:
  synth.area.top_cells: "dfxtp_1, nor2b_1, and3_1"
  top_area_cell: "dfxtp_1"
  syn_area_um2: 669
  postSynth.topFlopCell: "dfxtp_1"
  enable_flop_cells: 0
  register_area_share_after_synthesis_pct: 47.9
  ys_ff: 16
  top_cell_area_share_pct: 47.9
  syn-instance-count: 64
  yosysUniqueCellTypes: 16
  async_reset_ff_share_pct: 0
  yosysCellCount: 64
  avgSynthCellArea_um2: 10.5
  yosys_warnings: 1
  yosys-stat-area_um2: 669
placement:
  port_buffers: 22
  placed_cells: 145
  gp_congestion: 0.765
  post-dp-hpwl_um: 1240
  post-place-ws_ns: -0.480
grt:
  grt_remaining_overflow: 0
  grt_antenna_before_repair: 0
  grt.total_usage_pct: 4.22
  grt_first_pass_wirelength_um: 2600
  grt_pass1_vias: 558
  grt_start_max_net_pins: 9
worst_hold_path:
  min_path_type: "in2reg"
  min_delay_path_depth: 3
status:
  run_status: "finished, final reports clean"
power_and_ir_drop:
  p_per_area_nw_per_um2: 877
  power_uw: 985
  power.static_leakage_uw: 0.000580
  vdd.ir_drop.worst_mv: 0.294
clock_network:
  ctsHtreeMaxLevel: 1
  cts_max_path_buffers: 2
  cts.sinks: 16
  cts-root-buf: "clkbuf_8"
  cts.clk_slew.worst_paths_ns: 0.05
  tritoncts_clock_tree: "yes"
  cts_hold_buf: 0
  cts_made_buffers: 3
worst_setup_path:
  family_with_the_most_delay_on_the_worst_path: "simple AND/OR/NAND/NOR gates"
  critical-path-max-stage-delay_ns: 0.42
  crit_fanout: 2
  critical_path.cell_chain: "clkdlybuf4s15_1, inv_2, ha_2, or3b_4, a2111oi_4"
  worst_setup_path_start_kind: "input port"
  crit_cells: 5
  end_kind: "flop"
  critical_path.n_buffers_inverters: 2
  endpoint: "dec2.regout[4]$_SDFF_PN0_"
  worst_ep_required_time_ns: 1.44
  critical-path-slowest-cell: "or3b_4"
  arrival_time_reported_for_the_critical_path_endpoint_ns: 1.39
  worst-setup-path-type: "in2reg"
  start_point_of_the_critical_path: "in[0]"
routing:
  detail_route.wirelength_um: 1590
  number_of_search_and_repair_iterations_in_the_first_detailed_routing_pass: 3
  antennaDiodeCount: 0
  num_vias: 556
  vias_per_cell: 3.63
  remaining_drc_errors: 0
  routed_wire_length_per_instance_um: 10.4
  initialDrtViolationCount: 30
  post_route_antenna_net_violation_count: 0
flow_run:
  tool_warnings: 28
  drv.max_cap_violation_count: 0
die:
  core_area_um2: 4060
  die_x_um: 85
  ios: 23
  dieHeight_um: 85
  die_ar_um2: 7230
  floorplan.initialDensity_pct: 16.5
  std_cell_rows: 23
layout:
  final_layout_size_suffix_gt1_share_pct: 30.1
  syn2layout_area_growth_pct: 67.7
  final_cells: 153
  fill_count: 424
timing:
  timing.max_slew.rel_slack_pct: 83.7
  timing.final.setup_violations: 0
  timing.final.crit_share_pct: 96.0
  worst_slack_ns: 0.0516
  period_needed_ns: 1.25
  tightest_slew_ns: 0.243
  clock.fmax_mhz: 801
  holdWs_ns: 0.420
  slew_viol_final: 0
  setup-tns-final_ns: 0
  timing.final.hold_violations: 0
worst min-delay path, stage by stage:
cell	delay, ns
dlymetal6s2s_1	0.14
or3b_4	0.17
a21oi_2	0.05
routing by layer:
metal	GRT usage (%)	part of all wire [%]	wire length, um
met1	5.27	44	692
met2	6.68	46	726
met3	1.45	8.1	129
met4	1.35	2.6	41
met5	0	0	0
report_power, final:
part	total, uW	switching (uW)	internal, uW
combinational	143	65.0	78.4
clock	341	136	204
sequential	501	1.53	499
kinds of logic (layout without fill, tap and decap cells):
kind of cell             count (synthesis)  after routing  synth area share [%]
buffers and inverters                    3             42                  1.68
XOR/XNOR                                 2              2                  2.62
AND/OR/NAND/NOR                         37             37                  35.5
flip-flops                              16             16                  47.9
AND-OR/OR-AND                            2              2                  4.86
adder cells (fa/ha/maj)                  4              4                  7.48
what timing repair did:
item,CTS,global route
endpoints found under the hold margin,0,0
buffers inserted,3,1
pin swaps,1,1
resized,25,11
endpoints found under the setup margin,32,16
gates cloned,1,0
area by class of cell:
type                       instances  area (um^2)  area share, %
timing repair buffer              37          322           28.7
inverter                           2         7.51          0.669
multi-input combinational         45          369           32.9
tap                               50         62.6           5.57
sequential                        16          320           28.5
clock buffer                       3         41.3           3.68
through the flow:
step	instance area [um^2]	util, %
global route	1120	27.7
finish	1120	27.7
CTS	1080	26.5
detailed placement	1030	25.3
floorplan	672	-
global placement	1030	25.3
placed cells by master, fill, tap and decap left out, types with 2 or more instances in the layout:
| master | count |
|---|---|
| nor2b_1 | 17 |
| nand2_1 | 2 |
| and3_2 | 2 |
| buf_6 | 3 |
| dfxtp_1 | 16 |
| dlygate4sd2_1 | 16 |
| and3_1 | 12 |
| ha_1 | 3 |
| clkbuf_8 | 3 |
| inv_2 | 2 |
| clkdlybuf4s15_1 | 2 |
| clkdlybuf4s50_1 | 2 |
| buf_4 | 12 |
synthesized netlist by cell type, types with 2 or more instances:
cell type	n
ha_1	4
inv_1	2
nor2b_1	17
nand2_1	2
and3_2	2
dfxtp_1	16
and3_1	12
worst min path at each step:
stage,endpoint,startpoint
after CTS,dec2.regout[4]$_SDFF_PN0_,in[0]
after global routing,dec1.regout[4]$_SDFF_PP0_,in[2]
final,dec1.regout[4]$_SDFF_PP0_,in[2]
sequential cells by signal, summed over array words and instances (netlist names):
name,flops
dec1.regout,8
dec2.regout,8
