## /design/flow/run.sh

```bash
#!/bin/bash
# OpenROAD 26Q1-2900-gdf79404cd8, Yosys 0.63+post, stock flow scripts
make -C /OpenROAD-flow-scripts/flow DESIGN_CONFIG=/design/flow/config.mk WORK_HOME=/design/flow/orfs finish
```

## /design/flow/design.v

```verilog
module controlUnit #(
    parameter size=8
)(
    input rst,clk,
    inout x_gt_y,x_lt_y,x_eq_y,
    output x_sel,y_sel,
    output y_ld,x_ld,x_sub,y_sub,
    output data_en
);
reg [2:0] state,nextstate;
localparam [2:0] START  =3'b000,
                 CMP    =3'b001,
                 X_GT   =3'b010,
                 Y_GT   =3'b011,
                 END    =3'b100;
always @(posedge clk or posedge rst) begin
    if(rst) state <=START;
    else state <= nextstate;
end
always @(state,x_gt_y,x_lt_y,x_eq_y) begin
  case(state)
     START:   nextstate = CMP;
       CMP:   nextstate = (x_gt_y)? X_GT:
                          (x_lt_y)? Y_GT:
                                    END;
      X_GT:   nextstate = CMP;
      Y_GT:   nextstate = CMP;
       END:   nextstate = END;
     default: nextstate = START;
  endcase
end
assign {x_sel,y_sel} = (state==START)? 4'b11:4'b0;
assign x_ld = (state ==CMP )? 1:0;
assign y_ld = (state ==CMP )? 1:0;
assign x_sub = (state == Y_GT)? 1:0;
assign y_sub = (state == X_GT)? 1:0;
assign data_en = (state == END)?1:0;
endmodule
module dataPath#(
    parameter size=8
)(
    input rst,
    input [size-1:0]x_i,
    input [size-1:0]y_i,
    input x_sel,y_sel,
    input x_ld,y_ld,
    input x_sub,y_sub,data_en,
    output x_gt_y,x_lt_y,x_eq_y,
    output [size-1:0]data_o
);
wire [size-1:0]mux_x,mux_y;
wire [size-1:0]sub;
reg [size-1:0]reg_x,reg_y,reg_o;
always @(posedge x_ld or posedge rst) begin 
   if(rst) reg_x <= {size{1'b0}};
   else reg_x <= mux_x;
end
always @(posedge y_ld or posedge rst) begin 
   if(rst) reg_y <= {size{1'b0}};
   else reg_y <= mux_y;
end
always @(posedge data_en or posedge rst) begin 
   if(rst) reg_o <= {size{1'b0}};
   else reg_o <= reg_x;
end
assign mux_x = (x_sel==1)? x_i:
               (y_sub==1)? sub:reg_x;
assign mux_y = (y_sel==1)? y_i:
               (x_sub==1)? sub:reg_y;
assign sub   = (x_sub==1)?reg_y-reg_x:
               (y_sub==1)?reg_x-reg_y:0;
assign x_gt_y  =(reg_x>reg_y)?1:0;
assign x_lt_y  =(reg_x<reg_y)?1:0;
assign x_eq_y  =(reg_x==reg_y)?1:0;
assign data_o = reg_o;
endmodule
module gcd #(
    parameter size = 8
)(
    input rst,clk,
    input [size-1:0] x_i,y_i,
    output [size-1:0] data_o
);
wire x_gt_y,x_lt_y,x_eq_y,x_sel,y_sel,x_id,y_id,x_sub,y_sub,data_en;
controlUnit #(size) ctr (rst,clk,x_gt_y,x_lt_y,x_eq_y,x_sel,y_sel,x_ld,y_ld,x_sub,y_sub,data_en);
dataPath    #(size) dat (rst,x_i,y_i,x_sel,y_sel,x_ld,y_ld,x_sub,y_sub,data_en,x_gt_y,x_lt_y,x_eq_y,data_o);
endmodule
```

## /design/flow/constraint.sdc

```tcl
current_design gcd

set clk_period 1.4
set clk_io_pct 0.2

create_clock -name clk0 -period $clk_period [get_ports {clk}]

set non_clock_inputs [all_inputs -no_clocks]
set_input_delay [expr $clk_period * $clk_io_pct] -clock clk0 $non_clock_inputs
set_output_delay [expr $clk_period * $clk_io_pct] -clock clk0 [all_outputs]
```

## /design/flow/config.mk

```make
export PLATFORM = sky130hd
export DESIGN_NAME = gcd
export DESIGN_NICKNAME = gcd
export VERILOG_FILES = /design/flow/design.v
export SDC_FILE = /design/flow/constraint.sdc
export NUM_CORES = 4
export LEC_CHECK = 1
export CORE_UTILIZATION = 40
```

==> CHANGELOG.md <==
## Flow update

* RSZ-0062 raised after global routing: false
* Critical path class: reg2reg
* Path length in cells of the critical path at 2
* CP endpoint kind: flop
* Post-synth seq share at 39.31%
* DRT iter0 DRCs at 73
* Final wirelength at 3780 um
* Initial antenna violation count at 0
* Final Skew at 0.005202 ns
* Start point of the critical path: ctr.state[3]
* Max Clk Rate at 1216 MHz
* CTS clk-pin slew, worst paths at 0.04 ns
* Final Hold Vio Count at 0
* Post-Syn Area at 1849 um^2
* Log Warnings at 32
* Global-route wire length before repair at 6768 um
* Reg2reg start: ctr.state[3]
* Reg2Reg Depth at 2
* Number of global-route vias before repair at 1431
* Largest net degree at the start of global routing at 38
* Routed len/inst at 13.75 um
* Buf/Inv on CP at 1
* Switching share of total power at 38.86%
* Clk network pwr share at 19.9%
* Via density at 5.196
* Critical path's top delay family: flip-flops
* Endpoints left unconstrained at 32
* Crit-path cells: buf_4 -> and2_1
* Part of the power in registers at 24.8%
* Synth area leaders: dfrtp_1 38%, ha_1 10%, o21ai_1 4.6%
* Number of register pins that no clock reaches at 24
* Initial Util at 42.18%
* Max Transition Viols Final at 0
* Avg Cell Area, Syn at 9.246 um^2
* Final setup violation count at 0
* Synth cell types at 43
* Gp weighted congestion at 0.8605
* Final Util at 50.11%
* Clock period minus worst slack at 0.8222 ns
* Reg-to-reg slack, setup at 0.58 ns
* Drc violations at 0
* Root Driver: clkbuf_8
* Yosys Chip Area at 1849 um^2
* # fillers at 402
* Antenna-violating nets left at 0
* Data arrival, critical path at 0.93 ns
* Antenna cell count at 0
* Peak supply drop at 0.7697 mV
* Share of total power in combinational logic at 55.3%
* CP startpoint kind: flop
* Row cnt at 24
* Leakage at 1.014 nW
* Total gr overflow at 0
* Core Region at 4384 um^2
* Internal power at 811.0 uW
* Share of layout cells above drive strength 1 at 6.726%
* CP endpoint: ctr.state[4]
* Number of cells in Yosys stat at 200
* DP HPWL at 2881 um
* MaxCap Viol Count at 0
* Post-CTS Setup Bufs at 0
* Hold Path Class: in2async
* Max incr delay on CP at 0.36 ns
* Crit share post-route at 58.73%
* Design Area, Final at 2197 um^2
* Cell taking the most area after synthesis: dfrtp_1
* Clock latency (worst-skew pair) at 0.22 ns
* Die width at 70.00 um
* CP required at 1.50 ns
* Seq cells post-synth at 29
* P_sw at 515.4 uW
* I/O pin total at 26
* Status: complete, no violations
* Resize count post-CTS at 0
* Gate Count Post-Synth at 200
* Via count at 1429
* H-tree levels at 1
* Slowest CP cell: dfrtp_1
* Top-area cell share at 37.89%
* Critical path peak fanout at 17
* CTS max path bufs at 2
* CTS tree: yes
* Layout area overhead at 18.81%
* PwrDens at 603.7 nW/um^2
* Chip area at 4899 um^2
* Ys Warns at 4
* Total GRT Usage at 17.63%
* Post-CTS Hold Fix Bufs at 0
* First drt pass iteration count at 4
* IO buf count at 25
* Critical R2R Capture: ctr.state[4]
* CTS buffer count at 3
* Post-DP Area at 2152 um^2
* Die height at 70.00 um
* Total negative slack at 0 ns
-- Yosys cell counts (all sizes together) --
library cell and n:
and3b 1, mux2i 7, o311ai 1, a22oi 1, a21oi 13, clkbuf 6, nor3 6, mux2 5
o22ai 1, xor2 5, and3 1, nand4 2, fa 2, nor2b 1, xnor2 3, conb 1
o21ai 19, a2111oi 1, o31ai 1, nand2b 3, a221o 2, dfrtp 28, a211oi 4, dfstp 1
nor2 10, a41oi 1, a211o 1, a21o 2, o41ai 1, nand2 17, inv 21, ha 15
nand3 3, and2 2, buf 6, nand3b 4, a31oi 2
-- through the flow --
stage	setup slack (ns)	total power, mW	cells	hold WS, ns
6_report	0.5778	1.326	275	0.3189
5_1_grt	0.5164	1.449	275	0.3351
2_1_floorplan	0.3836	0.8490	200	0.3574
3_5_place_dp	0.5501	1.071	271	0.4638
4_1_cts	0.5606	1.347	275	0.3305
3_3_place_gp	0.5182	1.077	271	0.4629
-- metal layers --
metal / global-route usage (%) / vias up / wire length [um]
met4: 0.4444 / 0 / 0
met1: 29.19 / 674 / 1878
li1: - / 729 / -
met5: 0 / - / 0
met3: 2.336 / 0 / 138
met2: 27.35 / 26 / 1764
-- cells by family after synthesis --
| group | count (synthesis) | synth area share (%) |
|---|---|---|
| other | 1 | 0.2028 |
| XOR/XNOR | 8 | 3.789 |
| multiplexers | 12 | 7.240 |
| AND-OR/OR-AND | 50 | 16.71 |
| AND/OR/NAND/NOR | 50 | 13.06 |
| buffers and inverters | 33 | 7.375 |
| flip-flops | 29 | 39.31 |
| adder cells (fa/ha/maj) | 17 | 12.31 |
-- worst reg2reg max path: stages, from the launching register on --
cell,delay [ns]
dfrtp_1,0.36
buf_4,0.19
and2_1,0.15
-- how the worst min path moves through the flow --
stage         from      endpoint
CTS            rst  ctr.state[1]
global route   rst  ctr.state[1]
finish         rst  ctr.state[1]
-- cell type report --
type                            instances  area (um^2)  area share (%)
Multi-Input combinational cell        138        985.9           44.87
Sequential cell                        29        726.9           33.09
Timing Repair Buffer                   31        295.3           13.44
Inverter                               21        78.83           3.588
Tap cell                               52        65.06           2.961
Clock buffer                            4        45.04           2.050
-- cells in the final DEF, fill, tap and decap left out, drive strengths merged, types with 2 or more instances in the layout --
cell,n
nor3,6
nand3b,4
mux2,5
and2,2
a21oi,13
nor2,10
nand2b,3
ha,15
clkdlybuf4s50,25
nand4,2
nand2,17
a221o,2
xnor2,3
fa,2
inv,21
a21o,2
nand3,3
mux2i,7
dfrtp,28
a31oi,2
a211oi,4
buf,6
clkbuf,4
o21ai,19
xor2,5
-- power by group through the flow --
stage	Combinational, mW	Sequential [mW]	Clock (mW)
CTS	0.744	0.330	0.274
global route	0.830	0.337	0.282
finish	0.733	0.328	0.264
-- state kept, by name, summed over array words and instances, names as in the netlist --
register	flops
ctr.state	5
dat.reg_o	8
dat.reg_y	8
dat.reg_x	8
Power and IR drop assume default switching activity.
