**design/flow/config.mk**
```make
export PLATFORM = sky130hd
export DESIGN_NAME = neuron
export DESIGN_NICKNAME = neuron
export VERILOG_FILES = /design/flow/design.v
export SDC_FILE = /design/flow/constraint.sdc
export NUM_CORES = 4
export LEC_CHECK = 1
export CORE_UTILIZATION = 30
```
**design/flow/constraint.sdc**
```tcl
current_design neuron

set clk_period 14.6
set clk_io_pct 0.2

create_clock -name clk0 -period $clk_period

set non_clock_inputs [all_inputs -no_clocks]
set_input_delay [expr $clk_period * $clk_io_pct] -clock clk0 $non_clock_inputs
set_output_delay [expr $clk_period * $clk_io_pct] -clock clk0 [all_outputs]
```
**design/flow/design.v**
```verilog
module mycell #(
    parameter m=8,   
    parameter n=8,   
    parameter k=8   
)(
    input  signed [k-1:0] activation,
    input  signed[n-1:0] weigth,
    input  signed[k+n+$clog2(m)+1:0]sum_in,
    output signed[k+n+$clog2(m)+1:0] sum_out
);
assign sum_out = activation*weigth + sum_in;
endmodule
module neuron #(
    parameter m=1, 
    parameter n=8, 
    parameter k=8, 
    parameter b=8 
)(
    input  load_params,
    input  signed [m*k-1:0]activation,
    input  wire[m*n-1:0]weigth,
    input  wire [b:0]bias,
    output signed [n+k+$clog2(m)+1:0] out
);
wire  [n+k+$clog2(m)+1:0] sums[m:0];
reg signed[m*n-1:0] weigth_reg;
reg signed[b:0]bias_reg;
assign out = ($signed(sums[m])+$signed(bias_reg)<0) ? 0 :
              $signed(sums[m])+$signed(bias_reg);
assign sums[0] =0;
genvar gi;
generate
  for(gi=0; gi<m; gi=gi+1) begin
     mycell #(m,n,k)  mc (
                    .activation(activation[(gi)*k+:k]),
                    .weigth(weigth_reg[gi*n+:n]), 
                    .sum_in(sums[gi]), 
                    .sum_out(sums[gi+1])         
              );
  end
endgenerate
always @(load_params ) begin
      if(load_params) begin
          weigth_reg <= weigth;
          bias_reg   <= bias;
      end
  end
endmodule
```
**design/flow/run.sh**
```bash
#!/bin/bash
# OpenROAD 26Q1-2900-gdf79404cd8, Yosys 0.63+post, stock flow scripts
make -C /OpenROAD-flow-scripts/flow DESIGN_CONFIG=/design/flow/config.mk WORK_HOME=/design/flow/orfs finish
```
==> impl_metrics.sql <==
-- flow metrics import
INSERT INTO impl_metrics (metric_group, metric, value, unit) VALUES
('drt', 'drtAntennaViolNets', '0', ''),
('synthesis', 'post_synth_instance_area', '3430', 'µm²'),
('timing', 'hold_slack', '7340', 'ps'),
('timing', 'setup_tns_final', '0', 'ps'),
('drt', 'via_per_inst', '4.60', ''),
('clock_network', 'post-cts-setup-buffer-count', '0', ''),
('grt', 'gr-usage-all-layers', '0.115', ''),
('worst_setup_path', 'critPathArrivalTime', '8630', 'ps'),
('pwr', 'ir_worst_vdd', '110', 'µV'),
('floorplan', 'die_width', '109', 'µm'),
('job', 'drv_cap', '0', ''),
('timing', 'slew_headroom', '0.417', ''),
('worst_setup_path', 'cp_max_fo', '16', ''),
('synthesis', 'synthFlopType', 'sky130_fd_sc_hd__dlxtp_1', ''),
('synthesis', 'ys_types', '44', ''),
('timing', 'final_hold_viols', '0', ''),
('grt', 'grt_antenna_before_repair', '0', ''),
('timing', 'untimed_endpoints', '17', ''),
('synthesis', 'syn_inst', '369', ''),
('timing', 'fmaxAchievable', '86.6', 'MHz'),
('layout', 'layout.filler_cells', '1103', ''),
('worst_setup_path', 'critical_path.endpoint_type', 'output port', ''),
('timing', 'finalWorstPathRequiredPeriod', '11550', 'ps'),
('worst_setup_path', 'sort_of_element_at_the_start_of_the_critical_path', 'input pin', ''),
('layout', 'final_layout_size_suffix_gt1_frac', '0.0495', ''),
('synthesis', 'yosys-stat-cells', '369', ''),
('synthesis', 'synth_dominant_cell_count', 'sky130_fd_sc_hd__inv_1', ''),
('timing', 'fin_crit_sh', '0.791', ''),
('clock_network', 'gates_resized_cts_repair', '0', ''),
('drt', 'detailedRoute.firstIterationViolations', '66', ''),
('worst_setup_path', 'worst-endpoint-required', '11680', 'ps'),
('drt', 'post_drt_wl_per_cell', '11.5', 'µm'),
('placement', 'dp_hpwl', '5.56', 'mm'),
('floorplan', 'die-height', '109', 'µm'),
('synthesis', 'synth_chip_area', '3430', 'µm²'),
('layout', 'areaGrowthSynthToFinish', '15.7', '%'),
('synthesis', 'numSynthFlops', '17', ''),
('synthesis', 'ys_top_cells_by_area', 'sky130_fd_sc_hd__fa_1 39%, sky130_fd_sc_hd__ha_1 14%, sky130_fd_sc_hd__inv_1 9.1%', ''),
('timing', 'worst-slew-pin-transition', '875', 'ps'),
('synthesis', 'largest_area_cell', 'sky130_fd_sc_hd__fa_1', ''),
('placement', 'placed_instance_area', '3970', 'µm²'),
('pwr', 'p_leak', '0.00190', 'µW'),
('pwr', 'power_density', '202', 'nW/µm²'),
('floorplan', 'floorplan.io_pins', '44', ''),
('drt', 'route.antenna.diode_count', '0', ''),
('grt', 'gr-total-overflow', '0', ''),
('synthesis', 'ys.warnings.count', '1', ''),
('synthesis', 'synth_top_area_share', '0.385', ''),
('placement', 'io_buffer_count', '42', ''),
('timing', 'slew_viol_final', '0', ''),
('layout', 'ff_latch_area', '255', 'µm²'),
('timing', 'setup_viol', '0', ''),
('drt', 'drt_first_pass_iters', '4', ''),
('worst_setup_path', 'setup.worst_path.class', 'input pin to output port', ''),
('worst_hold_path', 'hold_path.class', 'input pin to output port', ''),
('drt', 'route.vias.total', '2501', ''),
('timing', 'grt_setup_unrepaired', 'no', ''),
('clock_network', 'holdBufCountCts', '0', ''),
('grt', 'grt_pass1_wl', '10.8', 'mm'),
('synthesis', 'synth_async_sr_flop_share', '0', ''),
('placement', 'globalplace.congestion', '0.859', ''),
('layout', 'layout.area.comb', '2800', 'µm²'),
('layout', 'largest_register_ffs', '9', ''),
('timing', 'register_pins_left_without_a_clock', '17', ''),
('run_status', 'status', 'completed', ''),
('floorplan', 'core', '11000', 'µm²'),
('synthesis', 'yosys-top-cells-count', '83 x sky130_fd_sc_hd__inv_1, 66 x sky130_fd_sc_hd__fa_1, 38 x sky130_fd_sc_hd__ha_1', ''),
('floorplan', 'design.die.area', '11900', 'µm²'),
('drt', 'drt_wl_total', '6.23', 'mm'),
('synthesis', 'avgSynthCellArea', '9.30', 'µm²'),
('synthesis', 'enable_flop_cells', '0', ''),
('grt', 'vias_in_the_first_global_route', '2474', ''),
('job', 'openroad.warnings', '32', ''),
('drt', 'post-route-drc-count', '0', ''),
('floorplan', 'core.rowCount', '38', ''),
('layout', 'layout.cell_area.non_filler', '3970', 'µm²'),
('floorplan', 'core_util_floorplan', '0.312', ''),
('grt', 'maximum_number_of_pins_on_one_net_before_global_route_repair', '18', '');
-- final timing paths --
path	start	end	slack, ps	cells past startpoint
min	activation[0]	out[0]	7340	5
max	activation[7]	out[8]	3050	18
-- final cells by class --
type / instances / share of cell area
flip-flops and latches: 17 / 0.0643
inverters: 84 / 0.0794
repair buffers: 43 / 0.108
multi-input cells: 260 / 0.704
well taps: 140 / 0.0441
-- logic make-up after synthesis --
| kind of cell | count (synthesis) | share of synthesized area |
|---|---|---|
| buf+inv | 93 | 0.112 |
| compound gates | 37 | 0.0810 |
| simple gates | 107 | 0.183 |
| fa+ha+maj | 104 | 0.524 |
| other cells | 1 | 0.00109 |
| xor+xnor | 10 | 0.0255 |
| latches | 17 | 0.0744 |
-- stage by stage --
step,total power (µW),utilization,worst slack [ps],instances
after global placement,812,0.361,3060,544
after detailed placement,816,0.361,3020,544
after floorplan,550,-,4630,370
after global routing,909,0.361,2730,544
after CTS,821,0.361,3000,544
final,804,0.361,3050,544
-- routing by layer --
layer	vias up	wire, µm	global-route usage
met5	-	0	0
met4	0	27	0.00386
met3	2	277	0.0189
met2	49	3260	0.197
met1	1238	2670	0.164
li1	1212	-	-
-- power by group --
group | total, µW | switching (µW) | internal (µW)
Combinational | 799 | 374 | 425
Clock | 0 | 0 | 0
Sequential | 4.81 | 1.52 | 3.29
-- layout by cell type (no fill, tap or decap), types with 2 or more instances in the layout --
cell / instances
sky130_fd_sc_hd__a21oi_1: 6
sky130_fd_sc_hd__a211oi_1: 3
sky130_fd_sc_hd__nor4_1: 5
sky130_fd_sc_hd__a21o_1: 2
sky130_fd_sc_hd__fa_1: 66
sky130_fd_sc_hd__nor3_2: 5
sky130_fd_sc_hd__dlxtp_1: 17
sky130_fd_sc_hd__and2b_2: 2
sky130_fd_sc_hd__nor2_1: 13
sky130_fd_sc_hd__o21a_1: 3
sky130_fd_sc_hd__xnor2_1: 8
sky130_fd_sc_hd__nand2b_1: 2
sky130_fd_sc_hd__nor3_1: 4
sky130_fd_sc_hd__nor3b_2: 5
sky130_fd_sc_hd__conb_1: 2
sky130_fd_sc_hd__xor2_1: 2
sky130_fd_sc_hd__inv_1: 83
sky130_fd_sc_hd__nand2_1: 31
sky130_fd_sc_hd__o21ai_2: 2
sky130_fd_sc_hd__clkdlybuf4s50_1: 42
sky130_fd_sc_hd__o21ai_0: 10
sky130_fd_sc_hd__a31oi_1: 2
sky130_fd_sc_hd__and2_1: 34
sky130_fd_sc_hd__ha_1: 38
-- critical path, cell delays in order --
cell and delay [ps]:
sky130_fd_sc_hd__clkdlybuf4s50_1 530, sky130_fd_sc_hd__and2_1 230, sky130_fd_sc_hd__fa_1 500, sky130_fd_sc_hd__inv_1 130
sky130_fd_sc_hd__fa_1 700, sky130_fd_sc_hd__inv_1 90, sky130_fd_sc_hd__fa_1 480, sky130_fd_sc_hd__inv_1 50
sky130_fd_sc_hd__fa_1 520, sky130_fd_sc_hd__inv_1 40, sky130_fd_sc_hd__ha_1 300, sky130_fd_sc_hd__ha_1 360
sky130_fd_sc_hd__nand4_1 120, sky130_fd_sc_hd__a21oi_1 170, sky130_fd_sc_hd__o21ai_2 90, sky130_fd_sc_hd__and4_1 450
sky130_fd_sc_hd__a2111oi_4 420, sky130_fd_sc_hd__clkdlybuf4s50_1 510
Power is estimated from default activity; no workload was simulated.
